==> /design/flow/design.v <==
`timescale 1ns/1ps
module ICache(input wire clk_in,
              input wire rst_in,
              input wire rdy_in,
              input wire flush_enable,
              input wire [31:0]fetch2iCache_address,
              input wire fetch2iCache_enable,
              output reg [31:0] iCache2fetch_return,
              output reg iCache2fetch_enable,
              output reg [31:0]iCache2fetch_pc,
              output reg [31:0]iCache2memCon_address,
              output reg iCache2memCon_enable,
              input wire [31:0] memCon2iCache_return,
              input wire memCon2iCache_enable,
              input wire memCon2iCache_is_returning
             );
reg[26:0] index_array[64-1:0];  
reg[32-1:0] data_array[64-1:0];
reg[31:0] current_ins;
wire[5:0] current_index = current_ins[5:0];
wire[5:0] fetch2iCache_index=fetch2iCache_address[5:0];
wire[25:0] fetch2iCache_tag=fetch2iCache_address[31:6];
reg if_stalling;
reg if_idle;
reg if_ignore;
integer i,j,index;
initial begin
    if_stalling <=1'b0;
    if_idle<=1'b0;
    current_ins <=32'd0;
    iCache2fetch_enable<=1'b0;
    iCache2memCon_enable<=1'b0;
    iCache2memCon_address<=32'd0;
    iCache2fetch_return<=32'd0;
    iCache2fetch_pc<=32'd0;
    for(i = 0;i<64;i = i+1) begin
        index_array[i] <= 0;
        data_array[i]<=32'd0;
    end
end
always @(posedge clk_in) begin
    if (rst_in) begin
        if_stalling <=1'b0;
        current_ins <=32'd0;
        if_idle<=1'b0;
        iCache2fetch_enable<=1'b0;
        iCache2memCon_enable<=1'b0;
        if_ignore<=1'b0;
    end
    else if (rdy_in) begin
        if(flush_enable) begin
            if_stalling <=1'b0;
            iCache2fetch_enable<=1'b0;
            iCache2memCon_enable<=1'b0;
            if(if_stalling&&!memCon2iCache_enable)
                if_ignore<=1'b1;
        end
        else begin
            if (fetch2iCache_enable == 1'b1) begin
                if(if_idle) begin
                    if_idle<=1'b0;
                    iCache2fetch_enable<=1'b0;
                    iCache2memCon_enable<=1'b0;
                end
                else if(!if_stalling) begin
                    current_ins <= fetch2iCache_address;
                    if (index_array[fetch2iCache_index][26]&&index_array[fetch2iCache_index][26-1:0] == fetch2iCache_tag) begin
                        iCache2fetch_return <= data_array[fetch2iCache_index];
                        iCache2fetch_enable <= 1'b1;
                        iCache2fetch_pc     <= fetch2iCache_address;
                        iCache2memCon_enable<=1'b0;
                        if_idle<=1'b1;
                    end
                    else  begin
                        iCache2memCon_enable  <=1'b1;
                        iCache2memCon_address <=fetch2iCache_address;
                        if_stalling           <=1'b1;
                        iCache2fetch_enable   <=1'b0;
                    end
                end
                else begin
                    if(memCon2iCache_is_returning&&!if_ignore) begin
                        iCache2memCon_enable<=1'b0;
                    end
                    if(memCon2iCache_enable) begin
                        if(!if_ignore) begin
                            iCache2fetch_enable <=1'b1;
                            iCache2fetch_pc     <=current_ins;
                            iCache2fetch_return <=memCon2iCache_return;
                            if_stalling         <=1'b0;
                            index_array[current_index]<={1'b0,current_ins[31:6]};
                            data_array[current_index]<=memCon2iCache_return;
                            if_idle<=1'b1;
                        end
                        else begin
                            if_ignore<=1'b0;
                        end
                    end
                end
            end
        end
    end
end
endmodule
==> /design/flow/config.mk <==
export PLATFORM = sky130hd
export DESIGN_NAME = ICache
export DESIGN_NICKNAME = ICache
export VERILOG_FILES = /design/flow/design.v
export SDC_FILE = /design/flow/constraint.sdc
export NUM_CORES = 4
export LEC_CHECK = 1
export CORE_UTILIZATION = 40
==> /design/flow/run.sh <==
#!/bin/bash
# OpenROAD 26Q1-2900-gdf79404cd8, Yosys 0.63+post, stock flow scripts
make -C /OpenROAD-flow-scripts/flow DESIGN_CONFIG=/design/flow/config.mk WORK_HOME=/design/flow/orfs finish
==> /design/flow/constraint.sdc <==
current_design ICache

set clk_period 10.0
set clk_io_pct 0.2

create_clock -name clk0 -period $clk_period [get_ports {clk_in}]

set non_clock_inputs [all_inputs -no_clocks]
set_input_delay [expr $clk_period * $clk_io_pct] -clock clk0 $non_clock_inputs
set_output_delay [expr $clk_period * $clk_io_pct] -clock clk0 [all_outputs]
==> ci_impl_report.md <==
## Implementation flow summary

| Metric | Value |
|---|---|
| Worst R2R End | data_array[62][4]$_DFFE_PP_ |
| Tool warning count | 26 |
| WL/cell | 29.7 um |
| CTS tree | yes |
| Unique cell types | 44 |
| Peak supply drop | 0.000195 V |
| Final core occ | 46.4% |
| Clock Tree Buf Depth | 3 |
| Setup Fix Bufs, Post-CTS | 0 |
| Sequential fraction of design power | 53.8% |
| Min-Delay Path Class | flop to flop |
| Post-detail-place hpwl | 130000 um |
| Final Hold Violating Endpoints | 0 |
| Endpoints failing setup | 0 |
| Flip-flops with a built-in enable | 2144 |
| Worst R2R Start | if_stalling$_SDFFE_PP0P_ |
| IO buf count | 168 |
| Sw Ratio | 21.3% |
| Most used logic cell in the final layout | edfxtp_1 |
| Die Ht | 458 um |
| Yosys chip area | 0.0833 mm^2 |
| CP max FO | 79 |
| Ports | 169 |
| Reg2reg setup slack | 6.48 ns |
| Crit-path slowest cell | buf_4 |
| Crit path required time | 10.60 ns |
| WL final | 218000 um |
| Syn_area_per_cell | 20.7 um^2 |
| Ys async rst share | 0% |
| Htree depth | 4 |
| Power density over the cells | 194 mW/mm^2 |
| Final ANT Viol Nets | 0 |
| Setup tns final | 0 ns |
| Synth Flop Type | edfxtp_1 |
| Core ar. | 0.207 mm^2 |
| Register share after synthesis | 78.2% |
| Cycle use final | 50.0% |
| Type of element launching the critical path | input pin |
| Max-slew headroom | 39.5% |
| Max Cap Viol | 0 |
| Cells along the critical path | buf_8 > buf_12 > buf_4 > mux4_2 > o2111ai_1 > a31oi_1 > a211o_1 |
| Total grt overflow | 0 |
| CP endpoint | iCache2fetch_return[24]$_DFFE_PP_ |
| Outcome | finished clean |
| Router iterations before antenna repair | 18 |
| Synthesized registers | 2181 |
| Row count | 167 |
| Clock skew | 0.0387 ns |
| Mapped Area | 0.0833 mm^2 |
| Clk sinks | 2181 |
| Clk pin slew, worst setup/hold paths | 0.06 ns |
| Clk latency of the worst-skew pair | 0.86 ns |
| CP peak stage delay | 0.73 ns |
| Die area | 0.210 mm^2 |
| Die W | 458 um |
| Number of remaining DRC errors | 0 |
| Largest net degree at the start of global routing | 84 |
| Mapped Cells | 4031 |
| Fp_density | 40.2% |
| Share of total power in combinational logic | 4.9% |
| Critical Path AT | 5.61 ns |
| CTS Hold Bufs | 0 |
| Yosys cell count | 4031 |
| First-pass GRT wire length | 313000 um |
| Final Max Slew Viols | 0 |
| # fillers | 16858 |
| Crit Path Class | input pin to flop |
| Initial detailed-routing violation count | 2958 |
| Cell Int Power | 14.7 mW |
| CTS Root Cell | clkbuf_16 |
| Syn. warnings | 1 |
| R2R depth | 7 |
| Via/cell ratio | 5.59 |
| Logic area | 0.0176 mm^2 |
| Vias in the first global route | 43314 |
| Resize count post-CTS | 0 |
| Layout cells sized above 1 | 25.0% |
| Layout Area Growth over Synthesis | 15.3% |
| Total Routing Usage GR | 23.0% |
| CTS buffer count | 209 |
| Placer Congestion | 0.936 |
| Clock share of power | 41.3% |
| Storage cell area | 0.0651 mm^2 |
| RSZ-0062 raised after global routing | false |
| Initial antenna violation count | 12 |
| Fmax | 0.200 GHz |
| Switching pwr | 3.98 mW |
| CP Capture Type | flop |
| Crit path time final | 5.00 ns |
| Crit path from | fetch2iCache_address[2] |
| Top Layout Cells | edfxtp_1, mux4_2, mux2i_1, clkbuf_16, buf_4 |
| Vias | 41039 |
| Worst Tran Pin Value | 0.908 ns |
| P_leak | 30.3 nW |
-- state kept, by name, indices dropped and copies added (netlist names) --
register,cells
current_ins,32
data_array,2048
iCache2fetch_enable,1
iCache2fetch_pc,32
iCache2fetch_return,32
iCache2memCon_address,32
iCache2memCon_enable,1
if_idle,1
if_ignore,1
if_stalling,1
-- critical path: cells and delay by family --
family | cells | cell delay [ns]
mux | 1 | 0.59
buf+inv | 3 | 1.71
compound gates | 3 | 1.13
-- synth_stat cells (all sizes together) (33+ instances only) --
| cell | number | area, um^2 |
|---|---|---|
| nand2 | 170 | 638 |
| mux2i | 224 | 2240 |
| clkbuf | 107 | 403 |
| a22oi | 160 | 1200 |
| o2111ai | 33 | 289 |
| mux2 | 191 | 2150 |
| buf | 132 | 749 |
| edfxtp | 2144 | 64400 |
| mux4 | 320 | 7210 |
| a31oi | 34 | 213 |
| dfxtp | 37 | 741 |
| nor2 | 142 | 533 |
| and2 | 35 | 219 |
| a21oi | 67 | 335 |
-- power by group through the flow --
stage     logic (mW)  clock network [mW]  registers (mW)
6_report       0.912                7.72            10.1
5_1_grt        0.976                8.20            10.0
4_1_cts        0.918                7.87            10.1
-- area by class of cell --
| cell class | count | share of cell area, % |
|---|---|---|
| sequential | 2181 | 67.8 |
| clock inverter | 117 | 1.21 |
| tap | 2788 | 3.63 |
| clock buffer | 268 | 5.75 |
| inverter | 3 | 0.0117 |
| antenna | 4 | 0.0104 |
| multi-input combinational | 1608 | 18.3 |
| timing repair buffer | 372 | 3.26 |
-- cells by family after synthesis --
group	count (synthesis)	synth area share (%)
AOI/OAI and AO/OA	457	4.05
buffers and inverters	242	1.40
DFF	2181	78.2
muxes	735	13.9
and+or+nand+nor	416	2.47
-- per-layer routing --
| metal | global-route usage [%] | part of all wire [%] | up-vias |
|---|---|---|---|
| li1 | - | - | 17473 |
| met1 | 28.9 | 33 | 20910 |
| met2 | 32.0 | 45 | 2326 |
| met3 | 17.7 | 17 | 316 |
| met4 | 6.46 | 3.7 | 14 |
| met5 | 1.24 | 0.19 | - |
-- worst min-delay path by stage --
stage                            start                           end  slack, ns  cells after the start
4_1_cts   current_ins[21]$_SDFFE_PP0P_  current_ins[21]$_SDFFE_PP0P_       0.45                      2
5_1_grt   current_ins[28]$_SDFFE_PP0P_  current_ins[28]$_SDFFE_PP0P_       0.47                      2
6_report  current_ins[27]$_SDFFE_PP0P_  current_ins[27]$_SDFFE_PP0P_       0.45                      2
-- stage by stage --
stage               area (um^2)  hold slack, ns  total power [mW]  cells  setup slack (ns)
floorplan                 83300           0.433              10.7   4031              3.60
global placement          89400           0.438              11.2   6952              4.08
detailed placement        89400           0.443              11.2   6952              4.10
CTS                       96100           0.453              18.8   7337              5.01
global route              96100           0.471              19.2   7338              4.76
finish                    96100           0.452              18.7   7341              5.00
Power is estimated from default activity; no workload was simulated.
