==> design.v <==
`timescale 1ns/1ps
module ReorderBuffer(
           input wire clk_in,
           input wire rst_in,
           input wire rdy_in,
           output reg flush_enable,
           output wire rob_full,
           output reg[31:0] rob2pc_pc,
           output reg rob2pc_enable,
           input  wire [4:0] decoder2rob_rs1_request,
           input  wire [4:0] decoder2rob_rs2_request,
           output wire[3:0] rob2decoder_rs1_rename,
           output wire[3:0] rob2decoder_rs2_rename,
           output wire [31:0]rob2decoder_rs1_value,
           output wire [31:0]rob2decoder_rs2_value,
           output wire [3:0] rob2decoder_reorder,
           output wire rob2decoder_rs1_if_rename,
           output wire rob2decoder_rs2_if_rename,
           input wire[109-1:0] decoder2rob_robline,
           input wire decoder2rob_reserve_enable,
           input wire decoder2rob_enable,
           output wire [4:0] rob2reg_rs1_request,
           output wire [4:0] rob2reg_rs2_request,
           input  wire[31:0] reg2rob_rs1_value,
           input  wire[31:0] reg2rob_rs2_value,
           input  wire[31:0] reg2rob_rs1_rename,
           input  wire[31:0] reg2rob_rs2_rename,
           input  wire reg2rob_rs1_if_rename,
           input  wire reg2rob_rs2_if_rename,
           output wire [3:0] rob2reg_reorder,
           output wire rob2reg_reserve_enable,
           output wire[4:0] rob2reg_reserve_rd,
           output wire[3:0] rob2reg_reserve_reorder,
           output reg rob2reg_commit_enable,
           output reg[4:0] rob2reg_commit_des,
           output reg[31:0] rob2reg_commit_value,
           output reg[3:0] rob2reg_commit_reorder,
           output reg[31:0]rob2reg_commit_pc,
           input wire alu2rob_enable,
           input wire[3:0] alu2rob_reorder,
           input wire[31:0] alu2rob_value,
           input wire[31:0] alu2rob_pc,
           input wire  lsu2rob_enable,
           input wire [3:0]  lsu2rob_reorder,
           input wire [31:0] lsu2rob_value,
           output reg [3:0] rob2lsu_store_reorder,
           output reg rob2lsu_store_enable
       );
reg [3:0]head;
reg [3:0]tail;
wire [3:0]next_head=head+1;
reg [109-1:0] rob_queue[16-1:0];
reg empty;
wire full=head==tail&&!empty;
wire head_ready=rob_queue[head][1]&&rob_queue[head][0];
wire head_pc=rob_queue[head][39:8];
assign rob2reg_rs1_request=decoder2rob_rs1_request;
assign rob2reg_rs2_request=decoder2rob_rs2_request;
assign rob2decoder_rs1_rename=reg2rob_rs1_if_rename?reg2rob_rs1_rename:4'd0;
assign rob2decoder_rs1_if_rename=reg2rob_rs1_if_rename&&!rob_queue[rob2decoder_rs1_rename][1];
assign rob2decoder_rs1_value=reg2rob_rs1_if_rename?(rob2decoder_rs1_if_rename?32'd0:rob_queue[reg2rob_rs1_rename][76:45]):reg2rob_rs1_value;
assign rob2decoder_rs2_rename=reg2rob_rs2_if_rename?reg2rob_rs2_rename:4'd0;
assign rob2decoder_rs2_if_rename=reg2rob_rs2_if_rename&&!rob_queue[rob2decoder_rs2_rename][1];
assign rob2decoder_rs2_value=reg2rob_rs2_if_rename?(rob2decoder_rs2_if_rename?32'd0:rob_queue[reg2rob_rs2_rename][76:45]):reg2rob_rs2_value;
assign rob2decoder_reorder=tail;
assign rob2reg_reorder=tail;
assign rob_full=full;
assign rob2reg_reserve_rd=decoder2rob_robline[44:40];
assign rob2reg_reserve_reorder= tail;
assign rob2reg_reserve_enable=decoder2rob_reserve_enable;
integer i;
initial begin
    for(i=0;i<16;i=i+1) begin
        rob_queue[i]<=109'd0;
    end
    head<=4'd0;
    tail<=4'd0;
    flush_enable<=1'b0;
    empty<=1'b1;
    rob2lsu_store_enable<=1'b0;
    rob2lsu_store_reorder<=4'd0;
    rob2reg_commit_des<=5'd0;
    rob2reg_commit_enable<=1'b0;
    rob2reg_commit_reorder<=4'd0;
    rob2reg_commit_value<=32'd0;
    rob2pc_pc<=32'd0;
end
always @(posedge clk_in) begin
    if(rst_in||flush_enable) begin
        for(i=0;i<16;i=i+1) begin
            rob_queue[i]=109'd0;
        end
        head<=4'd0;
        tail<=4'd0;
        flush_enable<=1'b0;
        empty<=1'b1;
        rob2lsu_store_enable<=1'b0;
        rob2lsu_store_reorder<=4'd0;
        rob2reg_commit_des<=5'd0;
        rob2reg_commit_enable<=1'b0;
        rob2reg_commit_reorder<=4'd0;
        rob2reg_commit_value<=32'd0;
        rob2pc_pc<=32'd0;
        rob2pc_enable<=1'b0;
    end
    else if(rdy_in) begin
        if(head_ready) begin
            if(rob_queue[head][7:2]==6'd3||rob_queue[head][7:2]==6'd2) begin
                flush_enable<=1'b1;
                rob2pc_enable<=1'b1;
                rob2pc_pc<=rob_queue[head][108:77];
                rob2reg_commit_des<=rob_queue[head][44:40];
                rob2reg_commit_enable<=1'b1;
                rob2reg_commit_reorder<=head;
                rob2reg_commit_value<=rob_queue[head][76:45];
                rob2reg_commit_pc<=rob_queue[head][39:8];
            end
            else if (is_branch( rob_queue[head][7:2])) begin
                if(rob_queue[head][45]==1'b1) begin
                    flush_enable<=1'b1;
                    rob2pc_pc<=rob_queue[head][108:77];
                    rob2pc_enable<=1'b1;
                end
            end
            else if(is_store( rob_queue[head][7:2])) begin
                rob2lsu_store_enable<=1'b1;
                rob2lsu_store_reorder<=head;
                rob2pc_enable<=1'b0;
            end
            else begin
                rob2reg_commit_des<=rob_queue[head][44:40];
                rob2reg_commit_enable<=1'b1;
                rob2reg_commit_reorder<=head;
                rob2reg_commit_value<=rob_queue[head][76:45];
                rob2reg_commit_pc<=rob_queue[head][39:8];
                rob2pc_enable<=1'b0;
                rob2lsu_store_enable<=1'b0;
            end
            head<=next_head;
            rob_queue[head][0]<=1'b0;
            if(next_head==tail) begin
                empty<=1'b1;
            end
        end
        else begin
            rob2pc_enable<=1'b0;
            rob2reg_commit_enable<=1'b0;
        end
        if(alu2rob_enable) begin
            rob_queue[alu2rob_reorder][76:45] <=alu2rob_value;
            rob_queue[alu2rob_reorder][108:77]  <=alu2rob_pc;
            rob_queue[alu2rob_reorder][1] <=1'b1;
        end
        if(lsu2rob_enable) begin
            rob_queue[lsu2rob_reorder][1]<=1'b1;
            rob_queue[lsu2rob_reorder][76:45]<=lsu2rob_value;
        end
        if(!full&&decoder2rob_enable) begin
            tail<=tail+1;
            rob_queue[tail]<=decoder2rob_robline;
            empty<=1'b0;
        end
    end
end
function reg is_branch(input [5:0] type) ;
    begin
        is_branch = (type == 6'd4 || type == 6'd5 || type == 6'd6 || type == 6'd7 || type == 6'd8|| type == 6'd9);
    end
endfunction
function reg is_store(input [5:0] type) ;
    begin
        is_store =  (type == 6'd15 || type == 6'd16 || type == 6'd17);
    end
endfunction
endmodule
==> run.sh <==
#!/bin/bash
# OpenROAD 26Q1-2900-gdf79404cd8, Yosys 0.63+post, stock flow scripts
make -C /OpenROAD-flow-scripts/flow DESIGN_CONFIG=/design/flow/config.mk WORK_HOME=/design/flow/orfs finish
==> config.mk <==
export PLATFORM = sky130hd
export DESIGN_NAME = ReorderBuffer
export DESIGN_NICKNAME = ReorderBuffer
export VERILOG_FILES = /design/flow/design.v
export SDC_FILE = /design/flow/constraint.sdc
export NUM_CORES = 4
export LEC_CHECK = 1
export CORE_UTILIZATION = 30
==> constraint.sdc <==
current_design ReorderBuffer

set clk_period 58.5
set clk_io_pct 0.2

create_clock -name clk0 -period $clk_period [get_ports {clk_in}]

set non_clock_inputs [all_inputs -no_clocks]
set_input_delay [expr $clk_period * $clk_io_pct] -clock clk0 $non_clock_inputs
set_output_delay [expr $clk_period * $clk_io_pct] -clock clk0 [all_outputs]
==> run notes <==
Notes on the physical implementation.

- The flow ran to the end, and the final reports show no timing, DRC or antenna violations.
- After synthesis, the design contains 13730 cells according to Yosys.
- The most common cell in the synthesized netlist is sky130_fd_sc_hd__nand2_1.
- The smallest clock period supported by the final layout is computed as 27.93 ns.
- The post-placement cell count is 17390, for reference.
- The insertion delay of the later-clocked pin in the worst-skew pair is 0.98 ns, for reference.
- The initial antenna violation count was 133.
- For this design, the CTS-stage hold fixing added 0 buffers.
- The worst reg-to-reg path cell count is 12, for reference.
- The post-synth area from yosys stat is 102300 µm², for reference.
- Synthesis instantiated 79 different standard cells from the library.
- The post-DP HPWL is 340800 µm, for reference.
- The sum of overflow across all layers after global routing is 0, for reference.
- The critical path's most frequent cell is sky130_fd_sc_hd__clkdlybuf4s50_1, for reference.
- The share of the clock period used by the worst path is 47.74%, for reference.
- The critical path in the final layout is reported with a setup slack of 30.57 ns.
- Setup repair after global routing left no endpoint under its margin.
- From left edge to right edge, the die measures 585.9 µm.
- The maximum clock rate is 35.80 MHz, for reference.
- The critical path arrival is 16.23 ns, for reference.
- The count of cells in the finished layout, fillers not included, comes to 17860.
- The initial detailed-routing violation count is 18590, for reference.
- The class of the tightest hold or removal check is flop to flop, for reference.
- The TritonCTS clock tree is built, for reference.
- STA lists the maximum fanout along the critical path as 19.
- The tool warning count for the run is 118.
- The transition at the pin with the smallest max-transition slack is 1.203 ns, for reference.
- The count of final setup violators is 0, for reference.
- The number of inserted filler cells in the final layout is 34930, for reference.
- The timing report notes that buffer and inverter cells on the critical path total 3.
- The total via count after detailed routing is 119800, for reference.
- During synthesis, Yosys emitted a total of 2 warnings.
- CTS reports a maximum clock tree buffer depth of 4.
- The timing report lists the critical path depth as 10 cells.
- The number of gates resized after CTS is 0, for reference.
- The placement summary gives the final routability congestion estimate as 1.049.
- During I/O placement, the number of pins put on the boundary was 576.
- The post-route clock skew is 0.08874 ns, for reference.
- In this run the number of H-tree levels came out at 4.
- The delay of the slowest cell on the worst path is 1.06 ns, for reference.
- The average size of a mapped cell is 7.449 µm², for reference.
- The portion of synthesized cell area occupied by the leading cell type is 35.90%, for reference.
- The highest supply drop recorded on VDD is 0.02673 mV.
- In the final routed layout, each cell accounts on average for 33.79 µm.
- Per the post-CTS timing run, clock transition at the registers of the reported paths is 0.06 ns.
- The report lists the cells along the critical path as clkdlybuf4s50_1 > nand2_1 > nor2_4 > buf_4 > a22o_1 > a221oi_1 > nand4_1 > o2111ai_1 > o21ai_0 > clkdlybuf4s50_1.
- For this design, the slowest cell found on the critical path is sky130_fd_sc_hd__clkdlybuf4s50_1.
- Once detail routing completed, the nets flagged for antenna violations numbered 0.
- In the floorplan report the effective utilization is 30.13%.
- The register bit count reported by yosys is 1866, for reference.
- After routing, the total negative slack on setup checks comes to 0 ns.
- Looking at the post-CTS report, the setup buffer insertion count equals 0.
- The netlist area before placement is 102300 µm², for reference.
- The number of max-cap violations is 0, for reference.
- The placement row count is 214, for reference.
- The number of buffers created by CTS is 215, for reference.
- The first detailed-routing pass took 10 iterations.
- The tally of buffers added on design ports is 497, for reference.
- Checking max transition, the worst relative margin is 19.80%.
- The detailed-route wire length is 603600 µm, for reference.
- The category of the critical setup timing path is primary input to output port, for reference.
- The all-layer global routing usage is 34.69%, for reference.
- The number of global-route vias before repair is 108400, for reference.
- The element type at the critical path start is a primary input, for reference.
- The vias per cell is 6.708, for reference.
- Per the layout area report, the combinational gate area comes to 58350 µm².
- The data required time of the worst path is 46.80 ns, for reference.
- For this design, the sink count on the clock tree is 1866.
- The number of remaining DRC errors is 0, for reference.
- The count of flip-flops with a built-in enable after synthesis is 32, for reference.
- Measured along the y axis, the die boundary spans 585.9 µm.
- The root buffer cell chosen for the clock tree is sky130_fd_sc_hd__clkbuf_16.
- Per the final report, max-transition violations number 0.
- The sort of element at the end of the critical path is an output port, for reference.
- The count of final hold-check violations is 0, for reference.
- In the synthesized netlist, the number of instances is 13730.
- Yosys reported that registers with async set or reset make up 0%.
- Sequential elements use 36.84% of the synthesized area.
- The share of final-layout standard cells stronger than drive strength 1 is 7.547%, for reference.
- The largest total area in the synthesized netlist belongs to sky130_fd_sc_hd__dfxtp_1.
- The sequential cell area is 37680 µm², for reference.
- Per the OpenROAD floorplan log, the area of the die is 343300 µm².
- By count the netlist is led by sky130_fd_sc_hd__nand2_1, sky130_fd_sc_hd__dfxtp_1, sky130_fd_sc_hd__a21oi_1.
- The first-pass GRT wire length is 835500 µm, for reference.
- The area growth from synthesis to layout is 14.97%, for reference.
- In the post-synthesis netlist, the biggest area contributors are sky130_fd_sc_hd__dfxtp_1, sky130_fd_sc_hd__nand2_1, sky130_fd_sc_hd__a21oi_1.
- The core region is 339500 µm².
- The static leakage power is 40.59 nW, for reference.
- The flip-flop cell with the highest count after synthesis is sky130_fd_sc_hd__dfxtp_1, for reference.
- OpenSTA, run right after detailed placement, puts the worst setup slack at 31.09 ns.
- The areal power density over the cells is 26.78 nW/µm², for reference.
- The largest net degree at the start of global routing is 171, for reference.
- The cell depth of the worst min-delay path is 2, for reference.
- The cell family contributing the most delay on the critical path is buffers and inverters, for reference.
==> power by group <==
part / total [W] / switching, W / internal (W)
Sequential: 0.00136 / 0.0000551 / 0.00131
Clock: 0.00144 / 0.000611 / 0.000834
Combinational: 0.000340 / 0.000232 / 0.000108
==> cell type report <==
type	count	share of cell area (%)
well taps	4536	4.826
clock inverters	81	0.8629
flip-flops and latches	1866	32.05
inverters	80	0.2596
diodes	88	0.1873
clock buffers	307	5.296
repair buffers	885	6.899
multi-input cells	10020	49.62
==> worst register-to-register path: cells and delay by family (launching register included) <==
family          cells  cell delay, ns
simple gates        4            1.73
compound gates      3            0.99
fa+ha+maj           1            0.42
buf+inv             4            1.51
flops               1            0.52
==> final timing paths <==
path	to	startpoint	slack, ns
max	rob2decoder_rs2_value[27]	reg2rob_rs2_rename[3]	30.57
min	rob_queue[13][9]	rob_queue[13][9]	0.45
max reg2reg	rob2reg_commit_pc[30]	head[1]	52.89
min reg2reg	rob_queue[13][9]	rob_queue[13][9]	0.45
==> registers in the layout, indices dropped and copies added (netlist names) <==
register                cells
rob_queue                1744
rob2pc_pc                  32
rob2reg_commit_pc          32
rob2reg_commit_value       32
rob2reg_commit_des          5
head                        4
rob2lsu_store_reorder       4
rob2reg_commit_reorder      4
tail                        4
empty                       1
flush_enable                1
rob2lsu_store_enable        1
rob2pc_enable               1
rob2reg_commit_enable       1
==> stage by stage <==
step | total power (W) | instance area, µm² | util [%] | hold WS, ns
2_1_floorplan | 0.001558 | 102300 | - | 0.4192
3_3_place_gp | 0.001708 | 110100 | 32.44 | 0.4411
3_5_place_dp | 0.001709 | 110100 | 32.44 | 0.4460
4_1_cts | 0.003122 | 117400 | 34.57 | 0.4542
5_1_grt | 0.003208 | 117500 | 34.60 | 0.4672
6_report | 0.003149 | 117600 | 34.63 | 0.4532
==> cell families (layout without fill, tap and decap cells) <==
logic type	after synthesis	after routing	synth area share, %
multiplexers	320	320	3.184
XOR/XNOR	15	15	0.1358
adder cells (fa/ha/maj)	8	8	0.09787
buffers and inverters	1846	1353	7.319
AND-OR/OR-AND	4987	4987	32.51
flip-flops	1866	1866	36.84
AND/OR/NAND/NOR	4688	4688	19.91
other	0	88	0
==> cell usage in the layout (no fill, tap or decap), drive strengths merged, types with 12 or more instances in the layout <==
master / n
a31oi: 30
o221ai: 48
clkdlybuf4s50: 494
a22o: 423
or3: 511
clkbuf: 307
a211oi: 55
buf: 391
edfxtp: 32
o21ai: 1115
dfxtp: 1834
a311oi: 481
diode: 88
nor2: 664
bufinv: 22
a21oi: 1464
nor3: 43
a221oi: 445
nand4: 158
nand2b: 13
a22oi: 271
o22a: 12
nand2: 2666
and2: 17
mux2i: 313
o2111ai: 65
a222oi: 61
nand3: 564
o211ai: 484
inv: 86
clkinv: 51
==> per-layer routing <==
metal	GRT usage [%]	share of wire (%)	wire, µm	vias to the layer above
met5	3.600	0.34	2035	-
met4	22.31	8.2	49610	106
met3	19.87	17	104100	3189
met2	45.82	39	236600	10680
met1	42.59	35	211200	56690
li1	-	-	-	49150
No activity file was given, so power comes from the tool's default toggle rates.
